**/design/flow/design.v**
```verilog
`timescale 1ns / 1ps
package alu_opcodes_pkg;
parameter ALU_OP_WIDTH = 5;
parameter ALU_ADD  = 5'b00000;
parameter ALU_SUB  = 5'b01000;
parameter ALU_XOR  = 5'b00100;
parameter ALU_OR   = 5'b00110;
parameter ALU_AND  = 5'b00111;
parameter ALU_SRA  = 5'b01101;
parameter ALU_SRL  = 5'b00101;
parameter ALU_SLL  = 5'b00001;
parameter ALU_LTS  = 5'b11100;
parameter ALU_LTU  = 5'b11110;
parameter ALU_GES  = 5'b11101;
parameter ALU_GEU  = 5'b11111;
parameter ALU_EQ   = 5'b11000;
parameter ALU_NE   = 5'b11001;
parameter ALU_SLTS = 5'b00010;
parameter ALU_SLTU = 5'b00011;
endpackage
package csr_pkg;
  localparam CSR_RW          = 3'b001;
  localparam CSR_RS          = 3'b010;
  localparam CSR_RC          = 3'b011;
  localparam CSR_RWI         = 3'b101;
  localparam CSR_RSI         = 3'b110;
  localparam CSR_RCI         = 3'b111;
  localparam MIE_ADDR        = 12'h304;
  localparam MTVEC_ADDR      = 12'h305;
  localparam MSCRATCH_ADDR   = 12'h340;
  localparam MEPC_ADDR       = 12'h341;
  localparam MCAUSE_ADDR     = 12'h342;
endpackage
module fulladder32(
    input logic [31:0] a_i,
    input logic [31:0] b_i,
    input logic carry_i,
    output logic [31:0] sum_o,
    output logic carry_o
);
    logic [8:0] carry_ik;
    assign carry_ik[0] = carry_i;
    genvar i;
    generate
        for (i = 0; i < 8; i = i + 1) begin : newgen
            fulladder4 name(
                .a_i(a_i[4*i + 3:4*i]),
                .b_i(b_i[4*i + 3:4*i]),
                .carry_i(carry_ik[i]),
                .sum_o(sum_o[4*i + 3:4*i]),
                .carry_o(carry_ik[i + 1])
            );
        end
        assign carry_o = carry_ik[8];
    endgenerate
endmodule
module fulladder4(
    input logic [3:0] a_i,
    input logic [3:0] b_i,
    input logic carry_i,
    output logic [3:0] sum_o,
    output logic carry_o
);
    logic [4:0] carry_ik;
    assign carry_ik[0] = carry_i;
    genvar i;
    generate
        for (i = 0; i < 4; i = i + 1) begin : newgen
            half_adder name(
                .a_i(a_i[i]),
                .b_i(b_i[i]),
                .carry_i(carry_ik[i]),
                .sum_o(sum_o[i]),
                .carry_o(carry_ik[i + 1])
            );
        end
        assign carry_o = carry_ik[4];
    endgenerate
endmodule
module half_adder(
    input logic a_i,
    input logic b_i,
    input logic carry_i,
    output logic sum_o,
    output logic carry_o
);
    assign sum_o = a_i ^ b_i ^ carry_i;
    assign carry_o = (a_i & b_i) | (carry_i & a_i) | (carry_i & b_i);
endmodule
```
**/design/flow/run.sh**
```bash
#!/bin/bash
# OpenROAD 26Q1-2900-gdf79404cd8, Yosys 0.63+post, stock flow scripts
make -C /OpenROAD-flow-scripts/flow DESIGN_CONFIG=/design/flow/config.mk WORK_HOME=/design/flow/orfs finish
```
**/design/flow/config.mk**
```make
export PLATFORM = sky130hd
export DESIGN_NAME = fulladder32
export DESIGN_NICKNAME = fulladder32
export VERILOG_FILES = /design/flow/design.v
export SDC_FILE = /design/flow/constraint.sdc
export NUM_CORES = 4
export LEC_CHECK = 1
export CORE_AREA = 10 10 99 99
export DIE_AREA = 0 0 109 109
```
**/design/flow/constraint.sdc**
```tcl
current_design fulladder32

set clk_period 11.7
set clk_io_pct 0.2

create_clock -name clk0 -period $clk_period

set non_clock_inputs [all_inputs -no_clocks]
set_input_delay [expr $clk_period * $clk_io_pct] -clock clk0 $non_clock_inputs
set_output_delay [expr $clk_period * $clk_io_pct] -clock clk0 [all_outputs]
```
==> summary.txt <==
Implementation run completed; key figures follow.

Placement:
- Buffers placed on the I/O ports in this run total 98.
- The run gives the placed wire-length estimate as 3190 um.
- The run gives the weighted congestion at the end of routability-driven global placement as around 0.88.
- The run gives the post-placement worst setup slack as -5.29 ns.

Global route:
- The first global-routing pass estimated just under 5000 um of wire.
- The run puts the total overflow reported by the global router at 0.
- The run puts the initial antenna violation count at 0.
- The run puts the maximum number of pins on one net before global-route repair at 2.
- The run gives the global-route usage over all layers as 5.18%.
- The via count of the first global-routing pass was 943.

Die:
- The run gives the standard-cell row count as 32.
- During I/O placement, the number of pins put on the boundary was 98.
- The run puts the share of the core filled by cells before placement at a little under an eighth.
- The run gives the core outline area as ~7700 sq um.
- The run puts the overall die area at 11900 sq um.
- The run puts the horizontal die dimension at 109 um.
- The run gives the overall die height as 109 um.

Power:
- The run puts the power after layout at between 0.08 and 0.09 mW.
- Per the OpenROAD power report, leakage power amounts to 0.664 nW.
- The run gives the power per unit of standard cell area as 47.5 nW/um^2.
- The run puts the peak ir drop on the vdd network at 0.0000136 V.

Outcome:
- The flow ran to the end, but the final reports show violations.
- The checks that failed: setup timing.

Synth:
- The netlist uses 3 different library cells.
- The synthesized instance count is about 74.
- Post-synthesis, Yosys gives the total cell area as 918 sq um.
- After synthesis, the cell types taking the most area are fa_1 (70%), buf_4 (26%), inv_1 (4.1%).
- The run gives the library cell occupying the most area in the post-synthesis netlist as fa_1.
- The run puts the warning count from the yosys run at 0.
- The average instance in the mapped netlist occupies 12.4 sq um.
- The run gives the proportion of netlist area held by the largest area contributor as approximately 70%.
- By count the netlist is led by buf_4 (32), fa_1 (32), inv_1 (10).
- The run gives the summed instance area of the synthesized netlist as 918 sq um.
- Sequential cells were found to cover 0% of the synthesized design area.
- The run puts the count of instantiated cells in the yosys netlist at 74.

STA:
- The run puts the hold violation total from the final report at 0.
- The run gives the worst-case headroom to the max-slew limit as between 90 and 100%.
- Per the final report, max-transition violations number 0.
- The run puts the smallest setup slack after layout at -4.35 ns.
- For the final routed database, the setup TNS stands at -34.07 ns.
- Setup repair after global routing could not meet its margin everywhere.
- The run puts the final critical delay including setup and external delays at 16.05 ns.
- The worst path uses 137% of the clock period.
- The run puts the maximum clock frequency at 62.3 MHz.
- Looking at the max-slew report, the worst-margin pin has a slew of 0.127 ns.
- The run puts the number of setup violations in the final report at 14.

Routing:
- Once iteration 0 of detailed routing completed, the report listed 0 DRC markers.
- For this run, the script counts the antenna cells in the layout as 0.
- The run gives the total wire length as 3240 um.
- The run gives the via density per instance as 3.10.
- In the final routed layout, each cell accounts on average for around 13 um.
- Detailed routing inserted a total of 749 vias.
- The script parses the final routing iteration and logs DRC violations as 0.
- The run gives the number of optimization iterations in the first detailed-route pass as 1.
- The run puts the remaining number of nets flagged by the antenna check after routing at 0.

Setup path:
- The run gives the slowest cell on the critical path as fa_1.
- The run gives the type of the worst setup path as in2out.
- The run gives the required time at the endpoint of the critical path as 9.36 ns.
- For reference, the critical path is captured by sum_o[31].
- The run gives the worst stage delay on the critical path as 0.39 ns.
- The run gives the critical path endpoint category as a primary output.
- The cell that appears most often on the critical path is fa_2.
- For reference, the critical path is launched at a_i[0].
- The run gives the maximum fanout count along the critical path as 1.
- The run puts the critical path data arrival time at 13.71 ns.
- STA classifies the critical path startpoint as a primary input.

Layout:
- The run gives the total area of sequential cells as 0 sq um.
- The run gives the layout overhead on the synthesized area as 98.0%.
- The run puts the clock tree buffer count of the final layout at 0.
- The run gives the proportion of layout cells with a drive suffix above 1 as ~38%.
- The run puts the combinational cell area excluding buffers and inverters at 718 sq um.
- The run puts the count of fill cells added during filler insertion at 838.
- The run gives the final sequential cell count as 0.

Clock network:
- Looking at the post-CTS report, the setup buffer insertion count equals 0.
- The run gives the cell resize tally after clock tree synthesis as 65.
- In this run, post-CTS hold repair placed 0 buffers.

Hold path:
- The run gives the class of the tightest hold or removal check as in2out.
- The run puts the cell depth of the worst hold path at 5.

Flow run:
- The run puts the number of max-capacitance violations reported at 0.
- The run puts the total tool warning count at 35.
[cells by family after synthesis]
kind of cell | share of synthesized area (%)
adders and majority gates | 69.8
buffers and inverters | 30.2
[placed cells by master (no fill, tap or decap)]
cell type / Yosys / final
fa_1: 32 / 1
buf_2: 0 / 14
inv_1: 10 / 5
buf_6: 0 / 2
clkdlybuf4s50_1: 0 / 77
inv_2: 0 / 3
inv_12: 0 / 1
buf_8: 0 / 1
dlygate4sd2_1: 0 / 3
dlymetal6s2s_1: 0 / 1
inv_6: 0 / 1
fa_2: 0 / 31
[cell type report]
class | instances | share of cell area (%)
multi-input cells | 32 | 39.5
well taps | 102 | 7.02
repair buffers | 98 | 50.4
inverters | 10 | 3.03
[worst max-delay path, delay by kind of cell]
kind                     cells  cell delay, ns
adder cells (fa/ha/maj)     32           10.93
buffers and inverters        6            0.40
[how the worst min path moves through the flow]
stage	startpoint	end	slack, ns
finish	b_i[31]	sum_o[31]	5.43
global route	b_i[25]	sum_o[25]	5.48
CTS	b_i[31]	sum_o[31]	5.44
[power by group]
| group | total (mW) | switching, mW | internal [mW] |
|---|---|---|---|
| combinational | 0.0864 | 0.0256 | 0.0608 |
| sequential | 0 | 0 | 0 |
| clock | 0 | 0 | 0 |
[per-stage QoR]
step | area (sq um) | utilization (%) | hold slack, ns | instances
2_1_floorplan | 1020 | - | 4.91 | 74
3_3_place_gp | 1880 | 24.4 | 5.75 | 242
3_5_place_dp | 1880 | 24.4 | 5.75 | 242
4_1_cts | 1820 | 23.5 | 5.44 | 242
5_1_grt | 1820 | 23.5 | 5.48 | 242
6_report | 1820 | 23.5 | 5.43 | 242
[layer usage]
| metal | share of wire [%] | vias to the layer above | GRT usage [%] |
|---|---|---|---|
| li1 | - | 313 | - |
| met1 | 40 | 338 | 6.35 |
| met2 | 33 | 98 | 7.16 |
| met3 | 27 | 0 | 4.60 |
| met4 | 0 | 0 | 0 |
| met5 | 0 | - | 0 |
Power and IR drop assume default switching activity.
